<file path="flow/run.sh">
#!/bin/bash
# OpenROAD 26Q1-2900-gdf79404cd8, Yosys 0.63+post, stock flow scripts
make -C /OpenROAD-flow-scripts/flow DESIGN_CONFIG=/design/flow/config.mk WORK_HOME=/design/flow/orfs finish
</file>
<file path="flow/config.mk">
export PLATFORM = sky130hd
export DESIGN_NAME = image_processing
export DESIGN_NICKNAME = image_processing
export VERILOG_FILES = /design/flow/design.v
export SDC_FILE = /design/flow/constraint.sdc
export NUM_CORES = 4
export LEC_CHECK = 1
export CORE_UTILIZATION = 40
</file>
<file path="flow/constraint.sdc">
current_design image_processing

set clk_period 7.5
set clk_io_pct 0.2

create_clock -name clk0 -period $clk_period [get_ports {clk}]

set non_clock_inputs [all_inputs -no_clocks]
set_input_delay [expr $clk_period * $clk_io_pct] -clock clk0 $non_clock_inputs
set_output_delay [expr $clk_period * $clk_io_pct] -clock clk0 [all_outputs]
</file>
<file path="flow/design.v">
`timescale 1ns / 1ps
module image_processing( 
clk,reset,sel_mod,red,green,blue,done_in,done_out,val,red_o,green_o,blue_o
);
input clk,reset,done_in;
input [2:0] sel_mod;
input [7:0] red,green,blue;
input [7:0] val;
output reg done_out;
output reg [7:0] red_o,green_o,blue_o;
reg [8:0] red_x,green_x,blue_x;
always @ (posedge clk)
	begin
		if (sel_mod == 3'b000)
			begin
				if (reset == 1)
					begin
						red_o <= 0;
						green_o <= 0;
						blue_o <= 0 ;
						done_out <= 0;
					end
				else
					begin
						if (done_in == 1)
							begin
								red_o <= (red>>2)+(red>>5)+(green>>1)+(green>>4)+(blue>>4)+(blue>>5);
								green_o <= (red>>2)+(red>>5)+(green>>1)+(green>>4)+(blue>>4)+(blue>>5);
								blue_o <= (red>>2)+(red>>5)+(green>>1)+(green>>4)+(blue>>4)+(blue>>5);
								done_out=1;
							end
						else
							begin
								red_o <= 0;
								green_o <= 0;
								blue_o <= 0;
								done_out <= 0;
							end
					end
			end
		else if (sel_mod ==3'b001)
			begin
				if (reset == 1)
					begin
						red_o <= 0;
						green_o <= 0;
						blue_o <= 0 ;
						done_out <= 0;
					end
				else 
					begin
						if (done_in == 1)
							begin
								red_x = red + val;
								green_x = green + val;
								blue_x = blue + val;
								if(red_x > 255)
									red_o <= 255;
								else
									red_o <= red_x;
								if(green_x > 255)
									green_o <= 255;
								else
									green_o <= green_x;
								if(blue_x > 255)	
									blue_o <= 255;
								else 
									blue_o <= blue_x;
								done_out <= 1;	
							end
						else 
							begin
								red_o <= 0;
								green_o <= 0;
								blue_o <= 0;
								done_out <= 0;
							end
					end		
			end
		else if (sel_mod ==3'b010)
			begin
				if (reset == 1)
					begin
						red_o <= 0;
						green_o <= 0;
						blue_o <= 0 ;
						done_out <= 0;
					end
				else 
					begin
						if (done_in == 1)
							begin
								red_x = red - val;
								green_x = green - val;
								blue_x = blue - val;
								if(red_x < 0)
									red_o <= 0;
								else
									red_o <= red_x;
								if(green_x < 0 )
									green_o <= 0;
								else
									green_o <= green_x;
								if(blue_x < 0 )	
									blue_o <= 0;
								else 
									blue_o <= blue_x;
								done_out <= 1;	
							end
						else 
							begin
								red_o <= 0;
								green_o <= 0;
								blue_o <= 0;
								done_out <= 0;
							end
					end		
			end
			else if (sel_mod == 3'b011)
				begin
						if (reset == 1)
					begin
						red_o <= 0;
						green_o <= 0;
						blue_o <= 0 ;
						done_out <= 0;
					end
				else 
					begin
						if (done_in == 1)
							begin
							red_o <= 255 - red;
							green_o <= 255 - green;
							blue_o <= 255 - blue;
							done_out <= 1;
							end	
						else 
							begin
								red_o <= 0;
								green_o <= 0;
								blue_o <= 0;
								done_out <= 0;
							end
					end		
			end
		else if (sel_mod == 3'b100)
				begin
						if (reset == 1)
					begin
						red_o <= 0;
						green_o <= 0;
						blue_o <= 0 ;
						done_out <= 0;
					end
				else 
					begin
						if (done_in == 1)
							begin
							red_o <= 0;
							green_o <= green;
							blue_o <= blue;
							done_out <= 1;
							end	
						else 
							begin
								red_o <= 0;
								green_o <= 0;
								blue_o <= 0;
								done_out <= 0;
							end
					end		
			end
		else if (sel_mod == 3'b101)
				begin
						if (reset == 1)
					begin
						red_o <= 0;
						green_o <= 0;
						blue_o <= 0 ;
						done_out <= 0;
					end
				else 
					begin
						if (done_in == 1)
							begin
							red_o <= red;
							green_o <= 0;
							blue_o <= blue;
							done_out <= 1;
							end	
						else 
							begin
								red_o <= 0;
								green_o <= 0;
								blue_o <= 0;
								done_out <= 0;
							end
					end		
			end
		else if (sel_mod == 3'b110)
				begin
						if (reset == 1)
					begin
						red_o <= 0;
						green_o <= 0;
						blue_o <= 0 ;
						done_out <= 0;
					end
				else 
					begin
						if (done_in == 1)
							begin
							red_o <= red;
							green_o <= green;
							blue_o <= 0;
							done_out <= 1;
							end	
						else 
							begin
								red_o <= 0;
								green_o <= 0;
								blue_o <= 0;
								done_out <= 0;
							end
					end		
			end
		else if (sel_mod == 3'b111)
				begin
						if (reset == 1)
					begin
						red_o <= 0;
						green_o <= 0;
						blue_o <= 0 ;
						done_out <= 0;
					end
				else 
					begin
						if (done_in == 1)
							begin
							red_o <= red;
							green_o <= green;
							blue_o <= blue;
							done_out <= 1;
							end	
						else 
							begin
								red_o <= 0;
								green_o <= 0;
								blue_o <= 0;
								done_out <= 0;
							end
					end		
			end
	end
endmodule
</file>
==> ci_impl_report.md <==
## Implementation flow summary

| Metric | Value |
|---|---|
| Hold buffer count at CTS | 0 |
| First-pass GRT wire length | 22.1 mm |
| Cell area power density | approximately 130 mW/mm2 |
| Required time worst endpoint | 7540 ps |
| Max Clk Rate | 0.194 GHz |
| Layout cells sized above 1 | between 3 and 4% |
| Post-CTS sizing | 0 |
| Die area | 0.0116 mm2 |
| Sink Count | 25 |
| Die Wd | 108 um |
| ANT cells | 0 |
| Core Util, Final | 48.7% |
| H-tree levels | 1 |
| Port bufs | 62 |
| Asr flop ratio synth | 0% |
| Tot Pwr | 0.000681 W |
| Largest net degree at the start of global routing | 44 |
| Yosys stat cell total | 544 |
| Via Count | between 4000 and 5000 |
| Top_reg_cell synth | edfxtp_1 |
| WP data arrival | 5200 ps |
| Mean Syn Cell Area | 8.22 um2 |
| Worst-path cell chain | clkdlybuf4s50_1 > inv_1 > fa_1 > inv_1 > fa_1 > inv_1 > fa_1 > inv_1 > fa_1 > a21o_1 > a21oi_1 > xnor2_1 > nand2_1 > o21a_1 > o21ai_1 |
| Setup Buffers After CTS | 0 |
| Routability Congestion | 0.942 |
| Die height | about 110 um |
| Post-layout min period | 5150 ps |
| Floorplan Utilization | 41.1% |
| Initial antenna violation count | 0 |
| Tool warnings | 46 |
| Pins Over Slew Limit | 0 |
| Post-synth EDFFs | 25 |
| Iter 0 DRT Violations | between 150 and 200 |
| Post-synth seq share | 16.8% |
| GR Util All Layers | 26.6% |
| CP max stage cell | clkdlybuf4s50_1 |
| MaxCap Viol Count | 0 |
| Cell area after synthesis | between 0.004 and 0.005 mm2 |
| Final WL | 14.1 mm |
| Critical path endpoint | blue_o[6]$_DFFE_PP_ |
| Via density | 5.54 |
| Crit path from | green[4] |
| Num CTS Buffers | 3 |
| Final Cycle Share | 68.7% |
| Dpl hpwl | roughly 11 mm |
| Worst slew margin | 25.9% |
| Max Buffers Root-to-Sink | 2 |
| Slowest stage delay, CP | about 670 ps |
| Area Overhead vs Synth | 18.6% |
| Synth cell types | 71 |
| RSZ-0062 raised after global routing | false |
| Root Driver | clkbuf_8 |
| Worst setup EP type | flip-flop |
| Vias in the first global route | 4098 |
| Row cnt | 38 |
| Synth warn | 1 |
| Post-DRT Antenna Nets | 0 |
| CP startpoint kind | input port |
| Chip area line of the yosys report | roughly 0.0045 mm2 |
| Core area | 0.0109 mm2 |
| Actual transition at the worst max-transition pin | about 1100 ps |
| CP Max Fanout | 6 |
| Fin. Hold Viols | 0 |
| Clk slew on worst S/H paths | 120 ps |
| FF+latch area | 751 um2 |
| Logic cell area | 0.00344 mm2 |
| I/O pin count | 63 |
| Outcome | finished, final reports clean |
| DRC viols | 0 |
| Routed WL per cell | 18.8 um |
| Fill cells | 1088 |
| Fin Hold WS | 2100 ps |
| Final setup vio count | 0 |
| Hold Path Class | in -> reg |
| WS Path Type | in -> reg |
| Post-route setup TNS | 0 ps |
| Cells after synthesis | 544 |
| CTS tree | yes |
| GRT overflow | 0 |
| Total leakage power | 2.23 nW |
| Synthesized registers | 25 |
| DR pass1 iterations | 4 |
| VDD IR max | 0.0798 mV |
[worst min-delay path by stage]
stage | cells after the start | start | to | slack [ps]
CTS | 3 | blue[0] | blue_o[0]$_DFFE_PP_ | 2090
global route | 3 | blue[0] | blue_o[0]$_DFFE_PP_ | 2130
finish | 3 | green[3] | green_o[3]$_DFFE_PP_ | 2100
[synth_stat cells, types with 6 or more instances]
library cell | n | area, um2
clkbuf_1 | 14 | 52.6
o21ai_0 | 26 | 130
inv_1 | 59 | 221
nand2_1 | 47 | 176
a211oi_1 | 9 | 67.6
nor2_1 | 27 | 101
xor2_1 | 6 | 52.6
nor2b_1 | 12 | 75.1
xnor2_1 | 15 | 131
buf_2 | 12 | 60.1
o21ai_1 | 9 | 45.0
nand2b_1 | 13 | 81.3
mux2i_1 | 6 | 60.1
a21oi_1 | 34 | 170
nor3_1 | 16 | 80.1
nand3_1 | 12 | 60.1
fa_1 | 21 | 420
ha_1 | 57 | 713
o21bai_1 | 9 | 67.6
edfxtp_1 | 25 | 751
o21a_1 | 7 | 52.6
o211ai_1 | 7 | 52.6
a31oi_1 | 13 | 81.3
[power breakdown]
group | total [W] | internal, W | switching, W
combinational | 0.000410 | 0.000183 | 0.000227
sequential | 0.000172 | 0.000169 | 0.00000347
clock | 0.0000988 | 0.0000381 | 0.0000607
total | 0.000681 | 0.000390 | 0.000291
[layout make-up]
cell class	count	area share (%)
multi-input combinational	452	64.9
tap	140	3.30
clock inverter	1	0.141
inverter	61	4.32
sequential	25	14.1
timing repair buffer	67	12.4
clock buffer	3	0.778
[layout by cell type (no fill, tap or decap), types with 3 or more instances in the layout]
cell / netlist / layout
o2111ai_1: 4 / 4
nand2_1: 47 / 47
a21oi_1: 34 / 34
conb_1: 1 / 25
xor2_1: 6 / 6
inv_1: 59 / 59
mux2i_1: 6 / 6
o22ai_1: 3 / 3
fa_1: 21 / 21
a31oi_1: 13 / 13
o21bai_1: 9 / 9
o21a_1: 7 / 7
clkdlybuf4s50_1: 0 / 62
o21ai_0: 26 / 26
and2_1: 5 / 5
a211oi_1: 9 / 9
clkbuf_8: 0 / 3
nand3_1: 12 / 12
o31ai_1: 4 / 4
nor2_1: 27 / 27
xnor2_1: 15 / 15
buf_4: 1 / 5
or3_1: 5 / 5
a21o_1: 5 / 5
a31o_1: 3 / 3
o21ai_1: 9 / 9
edfxtp_1: 25 / 25
nor2b_1: 12 / 12
ha_1: 57 / 57
nor3b_1: 4 / 4
o211ai_1: 7 / 7
nor3_1: 16 / 16
nand3b_1: 3 / 3
nand2b_1: 13 / 13
[stage by stage]
stage	instance area [um2]	worst slack (ps)	std cells
3_5_place_dp	5260	2030	745
4_1_cts	5310	2360	749
5_1_grt	5310	2130	749
3_3_place_gp	5260	2030	745
2_1_floorplan	4560	2850	568
6_report	5310	2350	749
[worst max-delay path: cells and delay by family]
| kind | cells | cell delay (ps) |
|---|---|---|
| simple gates | 1 | 130 |
| compound gates | 4 | 530 |
| buf+inv | 5 | 960 |
| fa+ha+maj | 4 | 1980 |
| xor+xnor | 1 | 80 |
[cells by family (layout without fill, tap and decap cells)]
family,count (synthesis),count (layout),synth area share [%]
compound gates,167,167,26.6
simple gates,154,154,17.3
buf+inv,91,132,8.22
fa+ha+maj,78,78,25.3
flops,25,25,16.8
xor+xnor,21,21,4.11
mux,7,7,1.59
other cells,1,25,0.0838
[registers in the layout (all words and copies together) (netlist names)]
name / count
blue_o: 8
red_o: 8
green_o: 8
done_out: 1
[layer usage]
metal  wire, um  vias up  GRT usage (%)
li1           -     2050              -
met4        413        0           7.93
met3        977       32           5.25
met5          0        -              0
met2       6430      146           42.3
met1       6290     1925           37.2
Power and IR drop assume default switching activity.
